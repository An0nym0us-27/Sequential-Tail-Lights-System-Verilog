==> ./config.mk <==
export PLATFORM = sky130hd
export DESIGN_NAME = disp_top
export DESIGN_NICKNAME = disp_top
export VERILOG_FILES = /design/flow/design.v
export SDC_FILE = /design/flow/constraint.sdc
export NUM_CORES = 4
export LEC_CHECK = 1
export CORE_UTILIZATION = 40
==> ./constraint.sdc <==
current_design disp_top

set clk_period 6.8
set clk_io_pct 0.2

create_clock -name clk0 -period $clk_period [get_ports {clk}]

set non_clock_inputs [all_inputs -no_clocks]
set_input_delay [expr $clk_period * $clk_io_pct] -clock clk0 $non_clock_inputs
set_output_delay [expr $clk_period * $clk_io_pct] -clock clk0 [all_outputs]
==> ./design.v <==
`timescale 1ns / 1ps
module an_mux(
    input logic [3:0] cw,  
    input logic [3:0] ccw,  
    input logic dir,  
    output logic [3:0] an  
    );
    assign an = dir ? ccw : cw;
endmodule
`timescale 1ns / 1ps
module disp_mux_ccw(
    input logic clk, reset, en,
    output logic [3:0] an,
    output logic [7:0] sseg 
    );
    localparam N = 27; 
    logic [N-1:0] q_reg;
    logic [N-1:0] q_next;
    always_ff@(posedge clk, posedge reset)  
        if(reset)
            q_reg <= 0;
        else
            q_reg <= q_next;
        assign q_next = (en) ? q_reg + 1: q_reg;
    always_comb  
        case(q_reg[N-1:N-3])
            2'b00:
                begin
                    an = 4'b1110;
                    sseg [7:0] =  8'b11000110;  
                end
             2'b01:
                begin
                    an = 4'b1100;
                    sseg [7:0] =  8'b11000110;  
                end
            2'b10:
                begin
                    an = 4'b1000;
                    sseg [7:0] =  8'b11000110;  
                end
            default:
                begin
                    an = 4'b0000;
                    sseg [7:0] =  8'b11000110;  
                end
            endcase
endmodule
`timescale 1ns / 1ps
module disp_mux_cw(
    input logic clk, reset, en,
    output logic [3:0] an,
    output logic [7:0] sseg
    );
    localparam N = 27; 
    logic [N-1:0] q_reg;
    logic [N-1:0] q_next;
    always_ff@(posedge clk, posedge reset)  
        if(reset)
            q_reg <= 0;
        else
            q_reg <= q_next;
        assign q_next = (en) ? q_reg + 1: q_reg;
    always_comb  
        case(q_reg[N-1:N-3])
            2'b00:
                begin
                    an = 4'b0111;
                    sseg [7:0] =  8'b11110000;  
                end
             2'b01:
                begin
                    an = 4'b0011;
                    sseg [7:0] =  8'b11110000;  
                end
            2'b10:
                begin
                    an = 4'b0001;
                    sseg [7:0] =  8'b11110000;  
                end
            default:
                begin
                    an = 4'b0000;
                    sseg [7:0] =  8'b11110000;  
                end
            endcase
endmodule
`timescale 1ns / 1ps
module disp_top(
    input logic clk, reset,
    input logic [1:0] sw,  
    output logic [3:0] an,
    output logic [7:0] seg
    );
    logic a,b;
    logic [3:0] cw_an;
    logic [7:0] cwsseg;
    logic [3:0] ccw_an;
    logic [7:0] ccwsseg;
    disp_mux_cw disp_unit1(.clk(clk), .reset(1'b0), .en(a), .sseg(cwsseg), .an(cw_an));
    disp_mux_ccw disp_unit2(.clk(clk), .reset(1'b0), .en(a), .sseg(ccwsseg), .an(ccw_an));
    an_mux an_unit(.dir(b), .cw(cw_an), .ccw(ccw_an), .an(an));
    sseg_mux sseg_unit(.dir(b), .sseg(seg), .cw(cwsseg), .ccw(ccwsseg));
    assign a = sw [0];
    assign b = sw [1];
endmodule
`timescale 1ns / 1ps
module sseg_mux(
    input logic [7:0] cw,  
    input logic [7:0] ccw,  
    input logic dir,  
    output logic [7:0] sseg  
    );
    assign sseg = dir ? ccw : cw;
endmodule
==> ./run.sh <==
#!/bin/bash
# OpenROAD 26Q1-2900-gdf79404cd8, Yosys 0.63+post, stock flow scripts
make -C /OpenROAD-flow-scripts/flow DESIGN_CONFIG=/design/flow/config.mk WORK_HOME=/design/flow/orfs finish
==> reports/metrics.yaml <==
post-route-drc-count: 0
worst_pin_slew_ps: 697
crit_path_cell_trace: "clkdlybuf4s50_1, or4_1, o31ai_1, clkdlybuf4s50_1"
layout_min_cycle_time_ps: 4180
grt_pass1_vias: 1475
leakagePower_nw: 1.01
netlist_area_um2: 2750
cts_resized: 0
die.size.y_um: 85.0
grt_usage_pct: 11.9
synthCells: 218
post_cts_buffers: 0
synth-simple-area-share_pct: 19.3
slowest_delay_ps: 490
fa_ha_area_share_pct: 0.909
final_cell_mix: "edfxtp_1 (54), xnor2_1 (33), nand3_1 (22), nand4_1 (17), xor2_1 (17)"
fmax_ghz: 0.239
crit_top_cell: "clkdlybuf4s50_1"
clk_pin_slew_worst_paths_ps: 90
antenna_cells: 0
finalHoldViolations: 0
required_ps: 5440
cp.arrival_ps: 2820
drive_gt1_share_pct: 6.52
setup_violations: 0
end_kind: "primary output"
postSynthSeqShare_pct: 58.9
ios: 16
ys_sh_xor_pct: 15.9
overflow: 0
yosys-stat-area_um2: 2750
status: "finished, final reports clean"
logic_area_um2: 1040
htreeDepth: 2
cts.path.max_buffers: 2
finalSetupTns_ps: 0
timing.slew.headroom_pct: 53.5
initial_core_util_pct: 42.4
grt_pass1_wl_um: 6700
antenna_found_initial: 0
die_area_um2: 7220
root_buffer: "clkbuf_8"
max-cap-violations: 0
critPathLaunchType: "primary input"
path_delay_family: "buffers and inverters"
coreArea_um2: 6490
wl_per_cell_um: 12.6
dp_hpwl_um: 2500
finalPower_w: 0.000634
cts.sinks: 54
dr.pass1.iters: 18
ys_cells: 218
lay_top_count: "edfxtp_1"
rows: 29
warnings: 26
ys.flops: 54
ant_nets: 0
cts_buffers: 5
synth_area_per_cell_um2: 12.6
rsz0062_at_grt: "false"
detail_route.iter0.violations: 74
clkLatencyLatePin_ps: 310
cts_tree: "built"
synth.distinct_cells: 29
critPathKind: "primary input to primary output"
ir_worst_vdd_v: 0.0000780
flop_area_um2: 1620
holdBufCountCts: 0
fin_util_pct: 45.9
fin_worst_skew_ps: 16.5
synth.largest_area_cell: "edfxtp_1"
ys_top_logic_family: "simple AND/OR/NAND/NOR gates"
cp_num_buf_inv: 2
muxShareOfSynthArea_pct: 0
portBuffers: 10
vias: 1606
placedCellCount: 300
place.gp.congestion: 0.739
area_delta_synth_final_pct: 8.23
hold_path.class: "register to register"
finalCritPeriodShare_pct: 61.5
slowest_stage: "clkdlybuf4s50_1"
num-fill-cells: 576
p_per_area_nw_per_um2: 213
dieWidth_um: 85.0
wl_um: 3870
vias_per_cell: 5.23
synthDominantCellAreaShare_pct: 58.9
finalMaxSlewViolations: 0
synth_warnings: 2
compound_area_share_pct: 1.14
area_leaders: "edfxtp_1 (59%), xnor2_1 (11%), xor2_1 (5.4%), nand3_1 (4.0%), nand4_1 (3.9%)"
grt_max_degree: 55
stdcell_count: 307
cp_max_fo: 6
==> worst paths after layout <==
path | slack [ps] | endpoint | depth (start not counted) | startpoint
max | 2620 | an[2] | 4 | sw[1]
min | 600 | disp_unit1.q_reg[0]$_DFFE_PP_ | 1 | disp_unit1.q_reg[0]$_DFFE_PP_
max reg2reg | 4810 | disp_unit1.q_reg[26]$_DFFE_PP_ | 5 | disp_unit1.q_reg[0]$_DFFE_PP_
min reg2reg | 600 | disp_unit1.q_reg[0]$_DFFE_PP_ | 1 | disp_unit1.q_reg[0]$_DFFE_PP_
==> final cells by class <==
type	instances	share of cell area (%)
Clock buffer	5	2.31
Clock inverter	2	0.504
Inverter	9	1.13
Multi-Input combinational cell	149	34.9
Sequential cell	54	54.4
Tap cell	77	3.23
Timing Repair Buffer	11	3.44
==> power by group <==
part	total (W)	switching [W]	internal (W)
Combinational	0.0000430	0.0000208	0.0000222
Sequential	0.000417	0.0000225	0.000394
Clock	0.000174	0.000104	0.0000706
Total	0.000634	0.000147	0.000487
==> cell usage after synthesis, drive strengths merged <==
cell type	instances
ha	2
inv	9
nand3	22
xnor2	33
nor3	7
conb	2
nand2	12
xor2	17
nand4	18
o41ai	1
or3	2
and3	6
nor2	12
a211oi	2
or3b	1
o31ai	1
nor4	4
or4	1
edfxtp	54
buf	8
nand2b	1
and2	1
nor4b	1
and4	1
==> logic make-up (layout without fill, tap and decap cells) <==
group | count (synthesis) | count (layout)
adders and majority gates | 2 | 2
other | 2 | 4
xor gates and xnor gates | 50 | 50
DFF | 54 | 54
and+or+nand+nor | 89 | 89
AOI/OAI and AO/OA | 4 | 4
buffers and inverters | 17 | 27
==> per-stage QoR <==
| step | setup WS, ps | instance area, um2 | hold WS (ps) |
|---|---|---|---|
| after floorplan | 3640 | 2760 | 550 |
| after global placement | 2610 | 2900 | 568 |
| after detailed placement | 2610 | 2900 | 577 |
| after CTS | 2610 | 2980 | 605 |
| after global routing | 2540 | 2980 | 623 |
| final | 2620 | 2980 | 600 |
==> metal layers <==
metal / global-route usage (%) / vias to the layer above / share of wire [%]
met1: 20.4 / 770 / 54
met5: 0 / - / 0
met2: 17.5 / 22 / 42
li1: - / 809 / -
met4: 1.54 / 0 / 1.5
met3: 2.37 / 5 / 2.9
No activity file was given, so power comes from the tool's default toggle rates.
